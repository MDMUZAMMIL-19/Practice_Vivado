==> flow/design.v <==
`timescale 1ns / 1ps
module blinky(
    input clk10,
    input dip,
    output led
    );
reg [31:0] counter = 0;
reg ledstate = 0;
assign led = ledstate;
always @ (posedge clk10)
begin
counter <= counter+1;
if(dip) 
ledstate<=counter[22];
else
ledstate<=counter[23];
end 
endmodule
==> flow/run.sh <==
#!/bin/bash
# OpenROAD 26Q1-2900-gdf79404cd8, Yosys 0.63+post, stock flow scripts
make -C /OpenROAD-flow-scripts/flow DESIGN_CONFIG=/design/flow/config.mk WORK_HOME=/design/flow/orfs finish
==> flow/config.mk <==
export PLATFORM = sky130hd
export DESIGN_NAME = blinky
export DESIGN_NICKNAME = blinky
export VERILOG_FILES = /design/flow/design.v
export SDC_FILE = /design/flow/constraint.sdc
export NUM_CORES = 4
export LEC_CHECK = 1
export CORE_AREA = 10 10 102 102
export DIE_AREA = 0 0 112 112
==> flow/constraint.sdc <==
current_design blinky

set clk_period 3.2
set clk_io_pct 0.2

create_clock -name clk0 -period $clk_period [get_ports {clk10}]

set non_clock_inputs [all_inputs -no_clocks]
set_input_delay [expr $clk_period * $clk_io_pct] -clock clk0 $non_clock_inputs
set_output_delay [expr $clk_period * $clk_io_pct] -clock clk0 [all_outputs]
==> impl_metrics.yaml <==
# generated from flow reports
min_path:
  worst_hold_path_type: "flop to flop"
  hold_end: "counter[0]"
  hold_start: "counter[0]"
  min_delay_path_depth: 1
finish:
  fin_util_pct: 14.0
  drive_gt1_share_pct: 13.0
  final_common_cell: "dfxtp_1"
  fillers: 900
  syn_to_final_growth_pct: 20.7
  finalNonFillerCells: 197
  layout_top_cells: "25 x dfxtp_1, 16 x xnor2_1, 10 x nand2_1"
place:
  portBuffers: 2
  place_hpwl_um: 907
  globalplace.congestion: 0.761
  placedCellCount: 193
synth:
  netlist_instances: 86
  largest_area_cell: "dfxtp_1"
  synth-seq-cells: 25
  yosys_area_sq_um: 956
  top_area_share_pct: 52.4
  ys_warn_count: 1
  syn-cell-area_sq_um: 956
  synth.distinct_cells: 19
  topCellsByArea: "dfxtp_1 52%, xnor2_1 15%, xor2_1 5.5%, nor4_4 4.5%, nand2_1 3.9%"
  ys_cells: 86
  ys_seq_share_pct: 52.4
  synth.avg_cell_area_sq_um: 11.1
final_timing:
  setup_tns_ns: 0
  setup_viol: 0
  finalHoldViolations: 0
  fin_skew_ns: 0.00360
  period_needed_ns: 1.66
  worstMarginPinSlew_ns: 0.404
  drv_slew: 0
  relSlewSlack_pct: 72.9
  max_freq_mhz: 601
  rsz0062_at_grt: "no"
  fin_crit_sh_pct: 52.0
power:
  power_density_mw_per_mm2: 427
  p_leak_nw: 0.376
  vdd_drop_max_mv: 0.124
floorplanning:
  fp-utilization_pct: 11.6
  dieArea_sq_mm: 0.0125
  io_pins: 3
  row_count: 33
  coreArea_sq_mm: 0.00822
  die_w_um: 112
  dieHeight_um: 112
worst_setup_path:
  worstPathCellList: "clkdlybuf4s50_1"
  crit_buf_inv: 1
  timing.rr.end: "counter[14]"
  critPathKind: "flop to output port"
  reg2reg_from: "counter[0]"
  required_ns: 2.56
  crit_arrival_ns: 1.02
  worst_path_dominant_cell_family: "buffers and inverters"
  endpoint_kind: "output port"
  r2r_cells: 5
  cp_max_fo: 1
  critPathSlowestCell: "clkdlybuf4s50_1"
  cp-start-kind: "flop"
  max_stage_delay_ns: 0.45
  reg2reg_setup_slack_ns: 1.62
clock_network:
  ctsResizeCount: 0
  cts_sinks: 25
  clkTransAtPathRegs_ns: 0.08
  cts_tree: "done"
  ctsHoldBuffers: 0
  worst_skew_pair.late_latency_ns: 0.26
  cts_htree_levels: 1
  clk_path_buf_depth: 2
  cts_buffers: 3
  root_buffer: "clkbuf_8"
  cts_setup_buffers: 0
routing:
  route.detailed.drc: 0
  antenna_left: 0
  antenna_cells: 0
  num_vias: 557
  wl_per_cell_um: 6.27
  drt_first_pass_iters: 4
  routed_wl_um: 1240
  drt_iter0_drc: 5
  via_per_inst: 2.83
grt:
  antenna_found_initial: 0
  grt_pass1_wl_um: 2010
  grt_overflow: 0
  grtUsageTotal_pct: 1.73
  grt_max_degree: 15
  grt_pass1_vias: 484
run:
  tool_warnings: 25
  maxCapViolations: 0
run_status:
  status: "finished, final reports clean"
Yosys cell counts (all sizes together):
master / count
nand3: 6
and3: 1
dfxtp: 25
nor3: 2
nor2: 3
mux2: 1
nor4: 3
ha: 1
xor2: 6
nand4: 6
nand2: 10
or2: 2
inv: 2
xnor2: 16
and4: 2
layer usage:
metal | up-vias | track usage (%) | part of all wire, %
met5 | - | 0 | 0
met4 | 0 | 0.508 | 2.3
met3 | 2 | 0.109 | 1.9
met2 | 4 | 2.41 | 39
met1 | 246 | 2.74 | 57
li1 | 305 | - | -
stage by stage:
| step | hold slack (ns) | setup WS (ns) | instance area, sq um | power [mW] |
|---|---|---|---|---|
| final | 0.429 | 1.54 | 1150 | 0.493 |
| after global placement | 0.402 | 1.65 | 1110 | 0.320 |
| after CTS | 0.432 | 1.52 | 1150 | 0.498 |
| after detailed placement | 0.411 | 1.64 | 1110 | 0.320 |
| after global routing | 0.454 | 1.39 | 1150 | 0.509 |
| after floorplan | 0.393 | 1.82 | 956 | 0.318 |
state kept, by name, indices dropped and copies added, names as in the netlist:
register,cells
ledstate,1
counter,24
logic make-up after synthesis:
group         count (synthesis)  share of synthesized area [%]
buf+inv                       2                          0.786
mux                           1                           1.18
xor+xnor                     22                           20.2
fa+ha+maj                     1                           1.31
simple gates                 35                           24.2
flops                        25                           52.4
layout make-up:
cell class,count,area [sq um],area share [%]
repair buffers,2,20.0,1.74
clock buffers,3,41.3,3.58
well taps,105,131,11.4
flip-flops and latches,25,500,43.4
inverters,2,7.51,0.651
multi-input cells,59,448,38.8
clock inverters,1,5.00,0.434
how the worst max path moves through the flow:
| stage | startpoint | end | slack [ns] | depth (start not counted) |
|---|---|---|---|---|
| 6_report | ledstate | led | 1.54 | 1 |
| 5_1_grt | counter[0] | counter[14] | 1.39 | 5 |
| 4_1_cts | ledstate | led | 1.52 | 1 |
where the power goes:
group / internal [mW] / total, mW / leakage [nW] / switching [mW]
sequential: 0.311 / 0.311 / 0.201 / 0
clock: 0.0868 / 0.181 / 0.0255 / 0.0938
combinational: 0.00123 / 0.00144 / 0.149 / 0.000216
total: 0.399 / 0.493 / 0.376 / 0.0940
Power figures rest on the tool's default switching activity, not on a simulated workload.
